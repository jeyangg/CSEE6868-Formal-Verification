--- flow/config.mk ---
export PLATFORM = sky130hd
export DESIGN_NAME = FIFO
export DESIGN_NICKNAME = FIFO
export VERILOG_FILES = /design/flow/design.v
export SDC_FILE = /design/flow/constraint.sdc
export NUM_CORES = 4
export LEC_CHECK = 1
export CORE_UTILIZATION = 50
--- flow/constraint.sdc ---
current_design FIFO

set clk_period 9.1
set clk_io_pct 0.2

create_clock -name clk0 -period $clk_period [get_ports {clk}]

set non_clock_inputs [all_inputs -no_clocks]
set_input_delay [expr $clk_period * $clk_io_pct] -clock clk0 $non_clock_inputs
set_output_delay [expr $clk_period * $clk_io_pct] -clock clk0 [all_outputs]
--- flow/run.sh ---
#!/bin/bash
# OpenROAD 26Q1-2900-gdf79404cd8, Yosys 0.63+post, stock flow scripts
make -C /OpenROAD-flow-scripts/flow DESIGN_CONFIG=/design/flow/config.mk WORK_HOME=/design/flow/orfs finish
--- flow/design.v ---
`timescale 1ns / 1ps
module FIFO
#(
    parameter DATA_WIDTH                = 32,
    parameter LOG_DEPTH                 = 4,
    parameter FIFO_DEPTH                = 2**LOG_DEPTH
)   
(   
    input  wire                         clk,
    input  wire                         rstn,
    input  wire                         wrreq,          
    input  wire                         rdreq,          
    input  wire  [DATA_WIDTH-1:0]       data,           
    output logic [DATA_WIDTH-1:0]       q,              
    output logic                        full,           
    output logic                        empty           
);
    logic [DATA_WIDTH-1:0]              mem[FIFO_DEPTH-1:0];
    struct packed {
        logic [LOG_DEPTH:0]             count;
        logic [LOG_DEPTH-1:0]           readcounter;
        logic [LOG_DEPTH-1:0]           writecounter;
    } regs_ff, regs_nxt;
    assign empty                        = ~|regs_ff.count;
    assign full                         = (regs_ff.count == FIFO_DEPTH);
    assign q                            = mem[regs_ff.readcounter];
    always_comb begin
        regs_nxt                        = regs_ff;
        if (rdreq) begin
            regs_nxt.readcounter        = regs_ff.readcounter+'d1;
        end
        if (wrreq) begin
            regs_nxt.writecounter       = regs_ff.writecounter+'d1;
        end
        if (rdreq&~wrreq) begin
            regs_nxt.count              = regs_ff.count-'d1;
        end
        else if (wrreq&~rdreq) begin
            regs_nxt.count              = regs_ff.count+'d1;
        end
    end
    always_ff @(posedge clk) begin
        if(~rstn) begin
            regs_ff                                             <= 'd0;
        end
        else begin
            regs_ff                                             <= regs_nxt;
            if (wrreq) begin
                mem[regs_ff.writecounter]                       <= data;
            end
        end
    end
endmodule
==> results.py <==
# Metrics from the implementation run
metrics = {
    "layout": {
        "drive_above_1_share_pct": 23.0,
        "finish.utilization_pct": 58.2,
        "layout.cells.most_common": "edfxtp_1",
        "final-comb-area_mm2": 0.00417,
        "final_area_mm2": 0.0231,
        "regArea_mm2": 0.0157,
        "layout_top_cells": "512 x edfxtp_1, 128 x mux4_2, 69 x clkdlybuf4s50_1",
        "area_growth_pct": 14.9,
        "fill_cells": 2850,
    },
    "power_and_ir_drop": {
        "p_sw_mw": 1.02,
        "internal_power_mw": 4.06,
        "p_total_mw": 5.08,
        "clockPowerShare_pct": 40.2,
        "irDropWorstVdd_mv": 0.167,
        "combPwrFrac_pct": 6.3,
        "p_seq_share_pct": 53.5,
        "netSwitchingFraction_pct": 20.1,
        "p_leak_nw": 7.22,
        "power.density_mw_per_mm2": 220,
    },
    "final_timing": {
        "slew_violations": 0,
        "clock_skew_ns": 0.0127,
        "slew_headroom_pct": 52.4,
        "setup_tns_ns": 0,
        "fmax_mhz": 184,
        "min_period_over_period_pct": 59.7,
        "setup_viol": 0,
        "setup_ws_ns": 3.67,
        "hold_violations": 0,
        "rsz0062_at_grt": "false",
        "worstMarginPinSlew_ns": 0.712,
        "finalCriticalPeriod_ns": 5.43,
    },
    "drt": {
        "drc": 0,
        "drt_wl_total_um": 41000,
        "firstDrtPassIters": 4,
        "vias": 9189,
        "viasPerCell": 5.87,
        "antennaDiodeCount": 0,
        "drtAntennaViolNets": 0,
        "wl_per_cell_um": 26.2,
        "drt_iter0_drc": 345,
    },
    "critical_path": {
        "r2r_setup_slack_ns": 7.01,
        "required_ns": 7.28,
        "worstSetupPathType": "flop to output port",
        "worst_setup_path_start_kind": "flop",
        "cp-end-kind": "output port",
        "crit_fanout": 32,
        "cp.arrival_ns": 3.61,
        "r2r_cells": 4,
    },
    "clock_tree": {
        "cts_buffer_depth": 3,
        "cts.sinks": 529,
        "cts_tree": "yes",
        "clock_latency_ns": 0.58,
        "clkTransAtPathRegs_ns": 0.06,
        "root_buffer": "clkbuf_16",
        "cts-resized-gates": 0,
        "h-tree-depth": 2,
        "cts_setup_buffers": 0,
        "cts_buffers": 54,
        "ctsHoldBuffers": 0,
    },
    "synthesis": {
        "synth_seq_share_pct": 78.2,
        "avgSynthCellArea_um2": 22.3,
        "post-synth-top-area-fraction_pct": 76.5,
        "ys_types": 31,
        "edf_count": 512,
        "ys_top_cells_by_area": "edfxtp_1 77%, mux4_2 14%, a22oi_1 2.4%",
        "ys_area_mm2": 0.0201,
        "yosys_cells": 900,
        "syn_inst": 900,
        "yosys_warnings": 1,
        "syn_area_mm2": 0.0201,
        "synth_flop_count": 529,
        "synth_top_cell_by_area": "edfxtp_1",
        "ys_dominant_reg_cell": "edfxtp_1",
        "async_reset_ff_share_pct": 0,
    },
    "floorplan": {
        "ios": 70,
        "rows": 73,
        "die_w_um": 202,
        "core_area_mm2": 0.0396,
        "die_y_um": 202,
        "die-area_mm2": 0.0410,
        "fp_util_pct": 50.7,
    },
    "placed_design": {
        "gp_congestion": 0.762,
        "place_ws_ns": 4.16,
        "portBuffers": 69,
        "dpl_cell_area_mm2": 0.0215,
        "dp_hpwl_um": 20400,
    },
    "global_route": {
        "grt_pass1_vias": 10371,
        "use_met2_pct": 35.3,
        "use_met3_pct": 16.1,
        "antenna_found_initial": 0,
        "grt_overflow": 0,
        "globalRouteTotalUtil_pct": 23.9,
        "grt_start_max_net_pins": 89,
        "grt.busiest_layer": "met2",
        "grt_util_met1_pct": 33.6,
        "grt_pass1_wl_um": 62200,
    },
    "worst_hold_path": {
        "hold_class": "flop to flop",
        "min_delay_path_depth": 2,
    },
    "flow_run": {
        "log.warning_count": 29,
        "maxCapViolCount": 0,
    },
    "run_status": {
        "status": "finished, final reports clean",
    },
}
synth_stat cells (2+ instances only):
| cell | instances |
|---|---|
| mux2i_1 | 5 |
| mux4_2 | 128 |
| nor3_1 | 2 |
| nor2b_1 | 7 |
| nand4_1 | 3 |
| o21ai_0 | 2 |
| or3_1 | 2 |
| xnor2_1 | 6 |
| xor2_1 | 3 |
| dfxtp_1 | 17 |
| nand2_1 | 40 |
| nand3_1 | 3 |
| edfxtp_1 | 512 |
| buf_1 | 9 |
| a21oi_1 | 3 |
| a22oi_1 | 64 |
| inv_1 | 4 |
| buf_2 | 8 |
| ha_1 | 8 |
| buf_4 | 9 |
| clkbuf_1 | 23 |
| nor2_1 | 5 |
| and2_1 | 25 |
| nor3b_1 | 2 |
| nand2b_1 | 4 |
metrics by stage:
step / hold WS [ns] / cells
finish: 0.540 / 1566
global route: 0.587 / 1566
CTS: 0.537 / 1566
detailed placement: 0.530 / 1470
global placement: 0.522 / 1470
floorplan: 0.484 / 900
sequential cells by signal, summed over array words and instances, names as in the netlist, named ones only:
name	flops
mem	512
regs_ff	13
worst paths after layout:
path / from / endpoint
setup reg to reg: regs_ff[3] / mem[4][11]
setup / recovery: flop / q[0]
hold reg to reg: regs_ff[11] / regs_ff[11]
hold / removal: regs_ff[11] / regs_ff[11]
power by group through the flow:
stage	Combinational, mW	Sequential, mW	Clock (mW)
5_1_grt	0.354	2.72	2.17
4_1_cts	0.329	2.72	2.09
6_report	0.321	2.72	2.04
critical path: stages (launching register included):
cell and delay (ns):
dfxtp_4 0.45, buf_4 0.56, buf_4 0.66, mux4_2 0.58
a22oi_1 0.25, nand2_1 0.10, clkdlybuf4s50_1 0.42
area by class of cell:
cell class	instances	area share [%]
Clock buffer	74	6.27
Clock inverter	22	0.748
Inverter	4	0.0651
Multi-Input combinational cell	318	18.1
Sequential cell	529	68.1
Tap cell	525	2.85
Timing Repair Buffer	94	3.86
metal layers:
layer / share of wire, % / vias to the layer above
met3: 14 / 55
met2: 50 / 568
met4: 1.7 / 2
li1: - / 3985
met1: 34 / 4579
met5: 0.22 / -
cells by family after synthesis:
| kind of cell | share of synthesized area (%) |
|---|---|
| AND-OR/OR-AND | 2.68 |
| buffers and inverters | 1.21 |
| XOR/XNOR | 0.392 |
| AND/OR/NAND/NOR | 2.39 |
| flip-flops | 78.2 |
| multiplexers | 14.6 |
| adder cells (fa/ha/maj) | 0.498 |
No activity file was given, so power comes from the tool's default toggle rates.
