==> /design/flow/design.v <==
`timescale 1 ns / 1 ps
module MemoryController
#(
    parameter MAC_ROW                                           = 16,
    parameter MAC_COL                                           = 16,
    parameter W_BITWIDTH                                        = 8,
    parameter IFMAP_BITWIDTH                                    = 16,
    parameter OFMAP_BITWIDTH                                    = 32,
    parameter W_ADDR_BIT                                        = 11,
    parameter IFMAP_ADDR_BIT                                    = 9,
    parameter OFMAP_ADDR_BIT                                    = 10,
    parameter OFMAP_CHANNEL_NUM                                 = 64,
    parameter IFMAP_CHANNEL_NUM                                 = 32,
    parameter WEIGHT_WIDTH                                      = 3,
    parameter WEIGHT_HEIGHT                                     = 3,
    parameter IFMAP_WIDTH                                       = 16,
    parameter IFMAP_HEIGHT                                      = 16,
    parameter OFMAP_WIDTH                                       = 14,
    parameter OFMAP_HEIGHT                                      = 14
)
(
    input  logic                                                clk,
    input  logic                                                rstn,
    input  logic                                                start_in,
    input  logic                                                ofmap_ready_in,
    output logic                                                w_prefetch_out,
    output logic [W_ADDR_BIT-1:0]                               w_addr_out,
    output logic                                                w_read_en_out,
    output logic                                                ifmap_start_out,
    output logic [IFMAP_ADDR_BIT-1:0]                           ifmap_addr_out,
    output logic                                                ifmap_read_en_out,
    output logic [OFMAP_ADDR_BIT-1:0]                           ofmap_addr_out,
    output logic                                                ofmap_write_en_out,
    output logic                                                ofmap_write_done_out,
    output logic                                                mac_done_out,
    output logic [9:0]                                          i_state_cnt,
    output logic [9:0]                                          i_state_err,
    output logic [9:0]                                          w_state_cnt,
    output logic [9:0]                                          w_state_err,
    output logic [9:0]                                          o_state_cnt,
    output logic [9:0]                                          o_state_err
);
    localparam W_CNT2                                           = OFMAP_CHANNEL_NUM / MAC_COL;
    localparam W_CNT3                                           = (WEIGHT_WIDTH * WEIGHT_HEIGHT) * (IFMAP_CHANNEL_NUM / MAC_ROW);
    localparam IF_CNT4                                          = IFMAP_CHANNEL_NUM / MAC_ROW;
    localparam OF_CNT1                                          = OFMAP_WIDTH * OFMAP_HEIGHT; 
    logic [9:0]                                                 i_state_cnt_ff, i_state_cnt_nxt;
    logic [9:0]                                                 w_state_cnt_ff, w_state_cnt_nxt;
    logic [9:0]                                                 o_state_cnt_ff, o_state_cnt_nxt;
    logic [9:0]                                                 i_state_taken_ff, i_state_taken_nxt;
    logic [9:0]                                                 i_state_err_ff, i_state_err_nxt;
    logic [9:0]                                                 w_state_taken_ff, w_state_taken_nxt;
    logic [9:0]                                                 w_state_err_ff, w_state_err_nxt;
    logic [9:0]                                                 o_state_taken_ff, o_state_taken_nxt;
    logic [9:0]                                                 o_state_err_ff, o_state_err_nxt;
    assign i_state_cnt                                          = i_state_cnt_ff;
    assign i_state_err                                          = i_state_err_ff;
    assign w_state_cnt                                          = w_state_cnt_ff;
    assign w_state_err                                          = w_state_err_ff;
    assign o_state_cnt                                          = o_state_cnt_ff;
    assign o_state_err                                          = o_state_err_ff;
    enum logic [2:0]{
        IDLE,            
        W_START,         
        W_WAIT,          
        W_PREF,          
        IF_START,        
        IF_FEED          
    } state_ff, state_nxt;
    enum logic {
        OF_START,
        OF_WRITE
    } of_state_ff, of_state_nxt;
    struct packed {
        logic [W_ADDR_BIT-1:0]                                  w_addr_ref1;
        logic [W_ADDR_BIT-1:0]                                  w_addr_ref2;
        logic [W_ADDR_BIT-1:0]                                  w_addr_ref3;
        logic [$clog2(MAC_ROW)-1:0]                             w_cnt1;
        logic [$clog2(W_CNT2)-1:0]                              w_cnt2;
        logic [$clog2(W_CNT3)-1:0]                              w_cnt3;
        logic [IFMAP_ADDR_BIT-1:0]                              if_addr_ref1;
        logic [IFMAP_ADDR_BIT-1:0]                              if_addr_ref2;
        logic [IFMAP_ADDR_BIT-1:0]                              if_addr_ref3;
        logic [IFMAP_ADDR_BIT-1:0]                              if_addr_ref4;
        logic [IFMAP_ADDR_BIT-1:0]                              if_addr_ref5;
        logic [$clog2(OFMAP_WIDTH)-1:0]                         if_cnt1;
        logic [$clog2(OFMAP_HEIGHT)-1:0]                        if_cnt2;
        logic [$clog2(W_CNT2)-1:0]                              if_cnt3;
        logic [$clog2(IF_CNT4)-1:0]                             if_cnt4;
        logic [$clog2(WEIGHT_WIDTH)-1:0]                        if_cnt5;
        logic [$clog2(WEIGHT_HEIGHT)-1:0]                       if_cnt6;
    } reg_ff, reg_nxt;
    struct packed {
        logic [OFMAP_ADDR_BIT-1:0]                              of_addr_ref1;
        logic [OFMAP_ADDR_BIT-1:0]                              of_addr_ref2;
        logic [$clog2(OF_CNT1)-1:0]                             of_cnt1;
        logic [$clog2(W_CNT2)-1:0]                              of_cnt2;
        logic [$clog2(W_CNT3)-1:0]                              of_cnt3;
    } of_reg_ff, of_reg_nxt;
    always_ff @(posedge clk) begin
        if (~rstn) begin
            i_state_cnt_ff                                      <= '0;
            w_state_cnt_ff                                      <= '0;
            o_state_cnt_ff                                      <= '0;
            i_state_taken_ff                                    <= '0;
            w_state_taken_ff                                    <= '0;
            o_state_taken_ff                                    <= '0;
            i_state_err_ff                                      <= '0;
            w_state_err_ff                                      <= '0;
            o_state_err_ff                                      <= '0;
        end
        else begin
            i_state_cnt_ff                                      <= i_state_cnt_nxt;
            w_state_cnt_ff                                      <= w_state_cnt_nxt;
            o_state_cnt_ff                                      <= o_state_cnt_nxt;
            i_state_taken_ff                                    <= i_state_taken_nxt;
            w_state_taken_ff                                    <= w_state_taken_nxt;
            o_state_taken_ff                                    <= o_state_taken_nxt;
            i_state_err_ff                                      <= i_state_err_nxt;
            w_state_err_ff                                      <= w_state_err_nxt;
            o_state_err_ff                                      <= o_state_err_nxt;
        end
    end
    always_ff @(posedge clk) begin
        if (~rstn) begin
            state_ff                                            <= IDLE;
            reg_ff                                              <= '0;
        end
        else begin
            state_ff                                            <= state_nxt;
            reg_ff                                              <= reg_nxt;
        end
    end
    always_ff @(posedge clk) begin
        if (~rstn) begin
            of_state_ff                                         <= OF_START;
            of_reg_ff                                           <= '0;
        end
        else begin
            of_state_ff                                         <= of_state_nxt;
            of_reg_ff                                           <= of_reg_nxt;
        end
    end
    always_comb begin
        state_nxt                                               = state_ff;
        reg_nxt                                                 = reg_ff;
        w_prefetch_out                                          = '0;
        w_read_en_out                                           = '0;
        w_addr_out                                              = '0;
        ifmap_start_out                                         = '0;
        ifmap_read_en_out                                       = '0;
        ifmap_addr_out                                          = '0;
        mac_done_out                                            = '0;
        i_state_cnt_nxt                                         = i_state_cnt_ff;
        w_state_cnt_nxt                                         = w_state_cnt_ff;
        i_state_taken_nxt                                       = i_state_taken_ff;
        w_state_taken_nxt                                       = w_state_taken_ff;
        i_state_err_nxt                                         = i_state_err_ff;
        w_state_err_nxt                                         = w_state_err_ff;
        case (state_ff)
            IDLE: begin
                if (start_in) begin
                    state_nxt                                   = W_START;
                    reg_nxt                                     = '0;
                end
            end
            W_START : begin
                state_nxt                                       = W_PREF;
                w_state_cnt_nxt                                 = w_state_cnt_ff + 1;
                w_read_en_out                                   = 'b1;
                w_addr_out                                      = reg_ff.w_addr_ref1 + reg_ff.w_addr_ref2 + reg_ff.w_addr_ref3;
                reg_nxt.w_cnt1                                  = reg_ff.w_cnt1 + 'd1;
                reg_nxt.w_addr_ref1                             = reg_ff.w_addr_ref1 + 'd4;
                w_prefetch_out                                  = 'b1;
            end
            W_WAIT : begin
                if (~ofmap_ready_in) begin             
                    if (i_state_taken_ff == OFMAP_WIDTH * OFMAP_HEIGHT-1) begin
                        i_state_err_nxt                         = i_state_err_ff + 0;
                    end
                    else begin
                        i_state_err_nxt                         = i_state_err_ff + 1;
                    end
                    i_state_taken_nxt                           = 0;
                    w_state_cnt_nxt                             = w_state_cnt_ff + 1;
                    state_nxt                                   = W_PREF;
                    w_read_en_out                               = 'b1;
                    w_addr_out                                  = reg_ff.w_addr_ref1 + reg_ff.w_addr_ref2 + reg_ff.w_addr_ref3;
                    reg_nxt.w_cnt1                              = reg_ff.w_cnt1 + 'd1;
                    reg_nxt.w_addr_ref1                         = reg_ff.w_addr_ref1 + 'd4;
                    w_prefetch_out                              = 'b1;
                end
            end
            W_PREF: begin
                w_state_taken_nxt                               = w_state_taken_ff + 1;
                w_read_en_out                                   = 'b1;
                w_addr_out                                      = reg_ff.w_addr_ref1 + reg_ff.w_addr_ref2 + reg_ff.w_addr_ref3;
                if (reg_ff.w_cnt1 == MAC_ROW-1) begin
                    state_nxt                                   = IF_START;
                    reg_nxt.w_cnt1                              = '0;
                    reg_nxt.w_addr_ref1                         = '0;
                    if (reg_ff.w_cnt2 == W_CNT2-1) begin
                        reg_nxt.w_cnt2                          = '0;
                        reg_nxt.w_addr_ref2                     = '0;
                        if (reg_ff.w_cnt3 == W_CNT3-1) begin
                            reg_nxt.w_cnt3                      = '0;
                            reg_nxt.w_addr_ref3                 = '0;
                        end
                        else begin
                            reg_nxt.w_cnt3                      = reg_ff.w_cnt3 + 'd1;
                            reg_nxt.w_addr_ref3                 = reg_ff.w_addr_ref3 + 'd64;
                        end
                    end
                    else begin
                        reg_nxt.w_cnt2                          = reg_ff.w_cnt2 + 'd1;
                        reg_nxt.w_addr_ref2                     = reg_ff.w_addr_ref2 + 'd1;
                    end
                end
                else begin
                    reg_nxt.w_cnt1                              = reg_ff.w_cnt1 + 'd1;
                    reg_nxt.w_addr_ref1                         = reg_ff.w_addr_ref1 + 'd4;
                end
            end
            IF_START : begin
                if (w_state_taken_ff == MAC_COL-1) begin
                    w_state_err_nxt                             = w_state_err_ff + 0;
                end
                else begin
                    w_state_err_nxt                             = w_state_err_ff + 1;
                end
                w_state_taken_nxt                               = 0;
                i_state_cnt_nxt                                 = i_state_cnt_ff + 1;
                state_nxt                                       = IF_FEED;
                ifmap_read_en_out                               = 'b1;
                ifmap_addr_out                                  = reg_ff.if_addr_ref1 + reg_ff.if_addr_ref2 + reg_ff.if_addr_ref3 + reg_ff.if_addr_ref4 + reg_ff.if_addr_ref5;
                reg_nxt.if_cnt1                                 = reg_ff.if_cnt1 + 'd1;
                reg_nxt.if_addr_ref1                            = reg_ff.if_addr_ref1 + 'd2;
                ifmap_start_out                                 = 'b1;
            end
            IF_FEED: begin
                i_state_taken_nxt                               = i_state_taken_ff + 1;
                ifmap_read_en_out                               = 'b1;
                ifmap_addr_out                                  = reg_ff.if_addr_ref1 + reg_ff.if_addr_ref2 + reg_ff.if_addr_ref3 + reg_ff.if_addr_ref4 + reg_ff.if_addr_ref5;
                if (reg_ff.if_cnt1 == OFMAP_WIDTH-1) begin
                    reg_nxt.if_cnt1                             = '0;
                    reg_nxt.if_addr_ref1                        = '0;
                    if (reg_ff.if_cnt2 == OFMAP_HEIGHT-1) begin
                        state_nxt                               = W_WAIT;
                        reg_nxt.if_cnt2                         = '0;
                        reg_nxt.if_addr_ref2                    = '0;
                        if (reg_ff.if_cnt3 == W_CNT2-1) begin
                            reg_nxt.if_cnt3                     = '0;
                            if (reg_ff.if_cnt4 == IF_CNT4-1) begin
                                reg_nxt.if_cnt4                 = '0;
                                reg_nxt.if_addr_ref3            = '0;
                                if (reg_ff.if_cnt5 == WEIGHT_WIDTH-1) begin
                                    reg_nxt.if_cnt5             = '0;
                                    reg_nxt.if_addr_ref4        = '0;
                                    if (reg_ff.if_cnt6 == WEIGHT_HEIGHT-1) begin
                                        state_nxt               = IDLE;
                                        mac_done_out            = 'b1;
                                        reg_nxt.if_cnt6         = '0;
                                        reg_nxt.if_addr_ref5    = '0;
                                    end
                                    else begin
                                        reg_nxt.if_cnt6         = reg_ff.if_cnt6 + 'd1;
                                        reg_nxt.if_addr_ref5    = reg_ff.if_addr_ref5 + 'd32;
                                    end
                                end
                                else begin
                                    reg_nxt.if_cnt5             = reg_ff.if_cnt5 + 'd1;
                                    reg_nxt.if_addr_ref4        = reg_ff.if_addr_ref4 + 'd2;
                                end
                            end
                            else begin
                                reg_nxt.if_cnt4                 = reg_ff.if_cnt4 + 'd1;
                                reg_nxt.if_addr_ref3            = reg_ff.if_addr_ref3 + 'd1;
                            end
                        end
                        else begin
                            reg_nxt.if_cnt3                     = reg_ff.if_cnt3 + 'd1;
                        end
                    end
                    else begin
                        reg_nxt.if_cnt2                         = reg_ff.if_cnt2 + 'd1;
                        reg_nxt.if_addr_ref2                    = reg_ff.if_addr_ref2 + 'd32;
                    end
                end
                else begin
                    reg_nxt.if_cnt1                             = reg_ff.if_cnt1 + 'd1;
                    reg_nxt.if_addr_ref1                        = reg_ff.if_addr_ref1 + 'd2;
                end
            end
        endcase
    end
    always_comb begin
        of_state_nxt                                            = of_state_ff;
        of_reg_nxt                                              = of_reg_ff;
        ofmap_write_en_out                                      = '0;
        ofmap_write_done_out                                    = '0;
        ofmap_addr_out                                          = '0;
        o_state_cnt_nxt                                         = o_state_cnt_ff;
        o_state_taken_nxt                                       = o_state_taken_ff;
        o_state_err_nxt                                         = o_state_err_ff;
        case (of_state_ff)
            OF_START: begin
                if (ofmap_ready_in) begin
                    of_state_nxt                                = OF_WRITE;
                                        o_state_cnt_nxt                             = o_state_cnt_ff + 1;
                    o_state_taken_nxt                           = 0;
                    if (o_state_taken_ff == OFMAP_WIDTH * OFMAP_HEIGHT * OFMAP_CHANNEL_NUM / MAC_COL-1) begin
                        o_state_err_nxt                         = o_state_err_ff + 0;
                    end
                    else begin
                        o_state_err_nxt                         = o_state_err_ff + 1;
                    end
                    ofmap_write_en_out                          = 'b1;
                    ofmap_addr_out                              = of_reg_ff.of_addr_ref1 + of_reg_ff.of_addr_ref2;
                    of_reg_nxt.of_cnt1                          = of_reg_ff.of_cnt1 + 'd1;
                    of_reg_nxt.of_addr_ref1                     = of_reg_ff.of_addr_ref1 + 'd4;
                end
            end
            OF_WRITE: begin
                if (ofmap_ready_in) begin    
                    o_state_taken_nxt                           = o_state_taken_ff + 1;
                    ofmap_write_en_out                          = 'b1;
                    ofmap_addr_out                              = of_reg_ff.of_addr_ref1 + of_reg_ff.of_addr_ref2;
                    if (of_reg_ff.of_cnt1 == OF_CNT1-1) begin
                        of_reg_nxt.of_cnt1                      = '0;
                        of_reg_nxt.of_addr_ref1                 = '0;
                        if (of_reg_ff.of_cnt2 == W_CNT2-1) begin
                            of_state_nxt                        = OF_START;
                            of_reg_nxt.of_cnt2                  = '0;
                            of_reg_nxt.of_addr_ref2             = '0;
                            of_reg_nxt.of_cnt3                  = of_reg_ff.of_cnt3 + 'd1;
                            if (of_reg_ff.of_cnt3 == W_CNT3-1) begin
                                ofmap_write_done_out            = 'b1;
                            end
                        end
                        else begin
                            of_reg_nxt.of_cnt2                  = of_reg_ff.of_cnt2 + 'd1;
                            of_reg_nxt.of_addr_ref2             = of_reg_ff.of_addr_ref2 + 'd1;
                        end
                    end
                    else begin
                        of_reg_nxt.of_cnt1                      = of_reg_ff.of_cnt1 + 'd1;
                        of_reg_nxt.of_addr_ref1                 = of_reg_ff.of_addr_ref1 + 'd4;
                    end
                end
            end
        endcase
    end
endmodule
==> /design/flow/run.sh <==
#!/bin/bash
# OpenROAD 26Q1-2900-gdf79404cd8, Yosys 0.63+post, stock flow scripts
make -C /OpenROAD-flow-scripts/flow DESIGN_CONFIG=/design/flow/config.mk WORK_HOME=/design/flow/orfs finish
==> /design/flow/config.mk <==
export PLATFORM = sky130hd
export DESIGN_NAME = MemoryController
export DESIGN_NICKNAME = MemoryController
export VERILOG_FILES = /design/flow/design.v
export SDC_FILE = /design/flow/constraint.sdc
export NUM_CORES = 4
export LEC_CHECK = 1
export CORE_UTILIZATION = 50
==> /design/flow/constraint.sdc <==
current_design MemoryController

set clk_period 6.7
set clk_io_pct 0.2

create_clock -name clk0 -period $clk_period [get_ports {clk}]

set non_clock_inputs [all_inputs -no_clocks]
set_input_delay [expr $clk_period * $clk_io_pct] -clock clk0 $non_clock_inputs
set_output_delay [expr $clk_period * $clk_io_pct] -clock clk0 [all_outputs]
==> impl_metrics.json <==
{
  "sw_frac_of_total_pct": 22.8,
  "worst_hold_check_slack_ps": 459,
  "first_global_vias": 7770,
  "avgViaCountPerCell": 5.26,
  "worst_path_most_repeated_cell": "sky130_fd_sc_hd__inv_1",
  "cpMaxStageDelayCell": "sky130_fd_sc_hd__a2111oi_0",
  "clkTransAtPathRegs_ps": 60,
  "grt_antenna_before_repair": 0,
  "io_buffers": 100,
  "min_path_type": "register to register",
  "lay_top_cells": "sky130_fd_sc_hd__dfxtp_1, sky130_fd_sc_hd__nor2_1, sky130_fd_sc_hd__clkdlybuf4s50_1, sky130_fd_sc_hd__nand2_1, sky130_fd_sc_hd__xor2_1",
  "die.size.y_um": 152,
  "vdd_drop_max_uv": 173,
  "fmax_mhz": 164,
  "place_hpwl_mm": 16.1,
  "utilization_pct": 61.0,
  "clkPwrFrac_pct": 48.1,
  "final_layout_top_logic_cell": "sky130_fd_sc_hd__dfxtp_1",
  "actual_transition_at_the_worst_max_transition_pin_ps": 862,
  "layout.area.comb_mm2": 0.00657,
  "num_vias": 8882,
  "wl_per_cell_um": 13.5,
  "core_area_mm2": 0.0219,
  "grt_start_max_net_pins": 67,
  "insertedDiodeCount": 0,
  "cellPowerDensity_mw_per_mm2": 214,
  "max-cap-violations": 0,
  "postLayoutCellArea_mm2": 0.0134,
  "final.setup.worst_slack_ps": 594,
  "floorplan.core_util_pct": 51.2,
  "clock_latency_ps": 520,
  "drt_wl_total_mm": 22.8,
  "ys_seq_share_pct": 38.2,
  "drc_errors": 0,
  "cts-htree-levels": 1,
  "worst_setup_path_start_kind": "register",
  "syn-cell-area_mm2": 0.0112,
  "critPathTopFamily": "adder cells",
  "synth.yosys.num_cells": 1286,
  "tritoncts.num_buffers": 25,
  "rows": 54,
  "slew_viol_final": 0,
  "power_frac_seq_pct": 46.2,
  "root_buffer": "sky130_fd_sc_hd__clkbuf_16",
  "synth_area_leaders": "sky130_fd_sc_hd__dfxtp_1, sky130_fd_sc_hd__ha_1, sky130_fd_sc_hd__nor2_1",
  "finalHoldViolCount": 0,
  "grt_setup_unrepaired": "false",
  "run_status": "finished clean",
  "cts.sinks": 214,
  "fillCellCount": 1909,
  "io_pins": 101,
  "number_of_warning_messages_in_the_logs": 36,
  "min_period_ps": 6110,
  "p_int_mw": 2.20,
  "drive_above_1_share_pct": 5.33,
  "crit_chain": "inv_1 > fa_1 > inv_1 > fa_1 > inv_1 > fa_1 > inv_1 > ha_1 > and3_1 > a2111oi_0 > a21oi_1 > xnor2_1 > nor2_1 > clkdlybuf4s50_1",
  "die_x_um": 152,
  "clock_path_buffers": 3,
  "synth-area-yosys_mm2": 0.0112,
  "post_synth_num_cell_types": 70,
  "pre_cts_ws_ps": 1070,
  "setup-tns-final_ps": 0,
  "place.gp.congestion": 0.828,
  "die-area_mm2": 0.0230,
  "power.share.combinational_pct": 5.7,
  "netlist.area_leader.share_pct": 38.2,
  "register_area_mm2": 0.00428,
  "enable_flop_cells": 0,
  "yosys_register_bits": 214,
  "syn_inst": 1286,
  "slew_headroom_pct": 42.2,
  "critical_path_peak_fanout": 5,
  "drtAntennaViolNets": 0,
  "cts_tree": "done",
  "hold_buffers": 0,
  "largest_stage_delay_worst_path_ps": 730,
  "crit_arrival_ps": 4770,
  "cts.repair_timing.setup_buffer_count": 0,
  "top_flip_flop_cell_by_instance_count_after_synthesis": "sky130_fd_sc_hd__dfxtp_1",
  "grt_use_total_pct": 20.7,
  "placement.cell_area_mm2": 0.0125,
  "worstPathBufferInverterCount": 5,
  "avgSynthCellArea_um2": 8.72,
  "drt_first_iter_violations": 301,
  "async_reset_ff_share_pct": 0,
  "drt-pass1-iter-count": 5,
  "finClkSkew_ps": 13.3,
  "globalRoute.totalOverflow": 0,
  "setup.worst_path.end_class": "output port",
  "timing.setup.critical_path_class": "register to output port",
  "critPathRequiredTime_ps": 5360,
  "ctsResizeCount": 0,
  "number_of_synthesis_warnings": 1,
  "flow.area_growth_from_synthesis_pct": 19.1,
  "setup_viol": 0,
  "synthDominantAreaCellType": "sky130_fd_sc_hd__dfxtp_1",
  "p_sw_mw": 0.651,
  "grt_first_pass_wirelength_mm": 37.6,
  "period_utilization_post_route_pct": 91.1,
  "leakagePower_nw": 5.17
}
## synthesized netlist by cell type (all sizes together) (3+ instances only)
master  count
nor3       30
a21o        9
nand4b      3
a211oi     11
or4         8
o21ai      42
nand3      36
and4        9
mux2        3
fa         19
nor2      200
a21oi      56
and3       23
nor2b       7
or3        27
xor2       82
and2       19
inv        59
o31ai       5
a31oi       3
mux2i      15
buf        15
dfxtp     214
o21a        3
clkbuf     23
nor4       14
nand4      60
ha         70
nand2b     10
nand2      98
xnor2      76
## tightest hold or removal path, delay by kind of cell (launching register included)
| family | cells | cell delay [ps] |
|---|---|---|
| compound gates | 1 | 50 |
| simple gates | 1 | 50 |
| flops | 1 | 310 |
## metal layers
metal | wire (um) | part of all wire (%) | track usage [%]
met5 | 0 | 0 | 0
met4 | 496 | 2.2 | 4.01
met3 | 870 | 3.8 | 3.21
met2 | 9720 | 43 | 30.1
met1 | 11700 | 51 | 33.5
## power groups by stage
stage     clock (mW)  combinational (mW)  sequential, mW
4_1_cts         1.41               0.165            1.32
5_1_grt         1.46               0.186            1.32
6_report        1.37               0.162            1.32
## registers in the layout, indices dropped and copies added (netlist names)
register	flops
i_state_cnt_ff	10
state_ff	6
reg_ff	84
w_state_taken_ff	10
of_reg_ff	33
i_state_err_ff	10
w_state_cnt_ff	10
i_state_taken_ff	10
o_state_taken_ff	10
w_state_err_ff	10
o_state_cnt_ff	10
o_state_err_ff	10
of_state_ff	1
## cell families (layout without fill, tap and decap cells)
logic type | Yosys count | in the layout | share of synthesized area, %
compound gates | 154 | 154 | 8.67
xor+xnor | 158 | 158 | 12.3
fa+ha+maj | 89 | 89 | 11.2
buf+inv | 97 | 215 | 3.37
flops | 214 | 214 | 38.2
mux | 18 | 18 | 1.64
other cells | 2 | 6 | 0.0670
simple gates | 554 | 554 | 24.5
## final timing paths
path | startpoint | end | slack (ps) | depth (start not counted)
worst min-delay path | reg_ff[6]$_SDFFE_PN0P_ | reg_ff[6]$_SDFFE_PN0P_ | 460 | 2
worst max register to register | state_ff[5]$_DFF_P_ | reg_ff[101]$_SDFFE_PN0P_ | 4170 | 5
worst min register to register | reg_ff[6]$_SDFFE_PN0P_ | reg_ff[6]$_SDFFE_PN0P_ | 460 | 2
worst max-delay path | reg_ff[20]$_SDFFE_PN0P_ | ifmap_addr_out[8] | 590 | 14
## through the flow
stage               cells  total power [mW]
floorplan            1290              1.46
global placement     1642              1.51
detailed placement   1642              1.51
CTS                  1688              2.89
global route         1688              2.97
finish               1688              2.85
## cell type report
cell class	count	area share, %
sequential	214	32.1
timing repair buffer	110	8.06
clock inverter	8	0.759
multi-input combinational	979	49.2
clock buffer	38	5.58
inverter	59	1.66
tap	280	2.62
Power is estimated from default activity; no workload was simulated.
